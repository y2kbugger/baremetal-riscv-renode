==> ./design.v <==
module matrix_mult
    (   input Clock,
        input reset,  
        input Enable,     
        input [71:0] A,
        input [71:0] B,
        output reg [71:0] C,
        output reg done      
    );
reg signed [7:0] matA [2:0][2:0];
reg signed [7:0] matB [2:0][2:0];
reg signed [7:0] matC [2:0][2:0];
integer i,j,k;   
reg first_cycle;     
reg end_of_mult;     
reg signed [15:0] temp;  
always @(posedge Clock or posedge reset)
begin
    if(reset == 1) begin     
        i = 0;
        j = 0;
        k = 0;
        temp = 0;
        first_cycle = 1;
        end_of_mult = 0;
        done = 0;
        for(i=0;i<=2;i=i+1) begin
            for(j=0;j<=2;j=j+1) begin
                matA[i][j] = 8'd0;
                matB[i][j] = 8'd0;
                matC[i][j] = 8'd0;
            end
        end
    end
    else begin   
        if(Enable == 1)      
            if(first_cycle == 1) begin      
                for(i=0;i<=2;i=i+1) begin
                    for(j=0;j<=2;j=j+1) begin
                        matA[i][j] = A[(i*3+j)*8+:8];
                        matB[i][j] = B[(i*3+j)*8+:8];
                        matC[i][j] = 8'd0;
                    end
                end
                first_cycle = 0;
                end_of_mult = 0;
                temp = 0;
                i = 0;
                j = 0;
                k = 0;
            end
            else if(end_of_mult == 0) begin      
                temp = matA[i][k]*matB[k][j];
                matC[i][j] = matC[i][j] + temp[7:0];     
                if(k == 2) begin
                    k = 0;
                    if(j == 2) begin
                        j = 0;
                        if (i == 2) begin
                            i = 0;
                            end_of_mult = 1;
                        end
                        else
                            i = i + 1;
                    end
                    else
                        j = j+1;
                end
                else
                    k = k+1;
            end
            else if(end_of_mult == 1) begin      
                for(i=0;i<=2;i=i+1) begin    
                    for(j=0;j<=2;j=j+1) begin     
                        C[(i*3+j)*8+:8] = matC[i][j];
                    end
                end
                done = 1;    
            end
    end
end
endmodule
module top(
    input clk,              
    input rst,              
    input cyc,              
    input stb,              
    input we,               
	input [3:0] wb_sel,     
    input [31:0] adr,       
    input [31:0] dat_mosi,  
    output reg [31:0] dat_miso,  
    output ack,             
    output err              
);
parameter A_OFFSET = 0;     
parameter B_OFFSET = 9;     
parameter C_OFFSET = 18;    
parameter MAT_SIZE = 9;     
parameter INT_WIDTH = 8;  
reg [71:0] A, B;
reg Enable;
reg reset_matrix;
wire [71:0] C;
wire done;
matrix_mult mm_inst(
    .Clock(clk),
    .reset(reset_matrix),
    .Enable(Enable),
    .A(A),
    .B(B),
    .C(C),
    .done(done)
);
always @(posedge clk or posedge rst) begin
    if (rst) begin
        dat_miso <= 32'b0;
        ack <= 0;
        err <= 0;
        reset_matrix <= 1;
        Enable <= 0;
        A <= 72'b0;
        B <= 72'b0;
    end else if (cyc && stb) begin
        ack <= 0;
        err <= 0;
        reset_matrix <= 0;
        if (we && wb_sel[0]) begin
            reset_matrix <= 1;
            if (adr < A_OFFSET+MAT_SIZE) begin
                A[((adr-A_OFFSET)*INT_WIDTH)+:INT_WIDTH] <= dat_mosi[7:0];
                ack <= 1;
            end else if (adr >=B_OFFSET && adr < B_OFFSET+MAT_SIZE) begin
                B[((adr-B_OFFSET)*INT_WIDTH)+:INT_WIDTH] <= dat_mosi[7:0];
                ack <= 1;
            end else begin
                err <= 1;
            end
        end else if (!we) begin
            if (adr >= C_OFFSET && adr < C_OFFSET+MAT_SIZE) begin
                Enable <= 1;
                if (done) begin
                    dat_miso[7:0] <= C[(adr-C_OFFSET)*INT_WIDTH+:INT_WIDTH];
                    ack <= 1;
                    Enable <= 0;
                end
            end else begin
                err <= 1;
            end
        end
    end else begin
        ack <= 0;
        err <= 0;
    end
end
endmodule
==> ./run.sh <==
#!/bin/bash
# OpenROAD 26Q1-2900-gdf79404cd8, Yosys 0.63+post, stock flow scripts
make -C /OpenROAD-flow-scripts/flow DESIGN_CONFIG=/design/flow/config.mk WORK_HOME=/design/flow/orfs finish
==> ./config.mk <==
export PLATFORM = sky130hd
export DESIGN_NAME = top
export DESIGN_NICKNAME = top
export VERILOG_FILES = /design/flow/design.v
export SDC_FILE = /design/flow/constraint.sdc
export NUM_CORES = 4
export LEC_CHECK = 1
export CORE_UTILIZATION = 40
==> ./constraint.sdc <==
current_design top

set clk_period 2.4
set clk_io_pct 0.2

create_clock -name clk0 -period $clk_period [get_ports {clk}]

set non_clock_inputs [all_inputs -no_clocks]
set_input_delay [expr $clk_period * $clk_io_pct] -clock clk0 $non_clock_inputs
set_output_delay [expr $clk_period * $clk_io_pct] -clock clk0 [all_outputs]
==> impl_metrics.env <==
# source this file to load flow results
export IMPL_wl_mm=74.4
export IMPL_final_cell_area_sq_um=37400
export IMPL_ys_area_sq_um=27200
export IMPL_p_sw_uw=4530
export IMPL_relSlewSlack_pct=52.4
export IMPL_cts_sinks=543
export IMPL_antenna_found_initial=0
export IMPL_violations="setup timing"
export IMPL_path_class="flop to flop"
export IMPL_synth_flops=543
export IMPL_yosysWarnings=16
export IMPL_tightest_slew_ns=0.707
export IMPL_internal_power_uw=15300
export IMPL_cp_slowest_cell="fa_1"
export IMPL_cp_start_kind="flop"
export IMPL_cp_top_family="adder cells"
export IMPL_netlist_cell_type_count=87
export IMPL_top_logic_kind="multiplexers"
export IMPL_fp_dieH_um=263
export IMPL_dr_wl_met3_mm=4.29
export IMPL_critPathCaptureType="flop"
export IMPL_clock_skew_ns=0.0260
export IMPL_power_density_nw_per_um2=530
export IMPL_vias=19800
export IMPL_ir_drop_mv=0.499
export IMPL_synthCells=2295
export IMPL_synth_area_mux_share_pct=18.4
export IMPL_yosys_area_top_type="dfrtp_1"
export IMPL_slew_viol_final=0
export IMPL_chipArea_sq_um=69200
export IMPL_fin_crit_sh_pct=323
export IMPL_overflow=0
export IMPL_wl_per_cell_um=19.9
export IMPL_fp_util_pct=40.5
export IMPL_dr_pass1_iters=5
export IMPL_finalWorstSetupSlack_ns=-5.35
export IMPL_antenna_left=0
export IMPL_path_buffers=3
export IMPL_syn_mean_instance_area_sq_um=11.9
export IMPL_first_global_vias=20400
export IMPL_synthAdderAreaFrac_pct=3.68
export IMPL_hold_violations=0
export IMPL_num_io_pins=107
export IMPL_drt_iter0_drc=1095
export IMPL_area_leaders="dfrtp_1, mux2_2, edfxtp_1"
export IMPL_synth_area_sq_um=27200
export IMPL_reg2reg_depth=28
export IMPL_critPathMaxStageDelay_ns=0.50
export IMPL_pwr_share_comb_pct=5.4
export IMPL_ys_sh_simple_pct=12.4
export IMPL_yosys_area_top_type_share_pct=42.7
export IMPL_ys_seq_share_pct=51.2
export IMPL_clock_fmax_mhz=129
export IMPL_syn_to_final_growth_pct=37.3
export IMPL_maxUsedRoutingLayer="met5"
export IMPL_outcome="complete, but fails checks"
export IMPL_ys_flop_type="dfrtp_1"
export IMPL_cts_buffer_depth=3
export IMPL_p_leak_uw=0.0175
export IMPL_core_area_sq_um=67300
export IMPL_grt_pass1_wl_mm=118
export IMPL_remaining_drc_errors=0
export IMPL_setup_violations=255
export IMPL_die_w_um=263
export IMPL_cts_max_level=2
export IMPL_setup_tns_ns=-338.44
export IMPL_cts_tree="done"
export IMPL_post_route_min_period_ns=7.75
export IMPL_pre_cts_slack_ns=-5.36
export IMPL_n_antenna_cell=0
export IMPL_dr_wl_met2_mm=34.3
export IMPL_insertion_delay_ns=0.63
export IMPL_rows=95
export IMPL_rsz0062_at_grt="true"
export IMPL_ys_sh_aoi_pct=6.57
export IMPL_path_clk_slew_ns=0.07
export IMPL_root_buffer="clkbuf_16"
export IMPL_p_sw_share_pct=22.8
export IMPL_critical_path_required_ns=2.89
export IMPL_port_buffers=55
export IMPL_cts_buffers=59
export IMPL_maxCapViolCount=0
export IMPL_seqPwrFrac_pct=46.9
export IMPL_tool_warnings=65
export IMPL_drt_met1_wl_mm=34.3
export IMPL_path_depth=28
export IMPL_ys_cells=2295
export IMPL_xor_share_pct=4.69
export IMPL_synthArstFlopShare_pct=86.7
export IMPL_gp_congestion=0.918
export IMPL_drive_above_1_share_pct=44.5
export IMPL_fin_hold_ws_ns=0.335
export IMPL_grt_max_degree=113
export IMPL_clockPowerShare_pct=47.7
export IMPL_path_max_fanout=6
export IMPL_grtUsageTotal_pct=22.6
export IMPL_hold_class="flop to asynchronous set/reset pin"
export IMPL_edf_count=72
export IMPL_cp_arrival_ns=8.24
export IMPL_viasPerCell=5.30
export IMPL_dp_final_hpwl_mm=49.9
export IMPL_dpl_cell_area_sq_um=33700
power groups by stage:
stage / logic, uW / clock network [uW] / registers (uW)
global route: 1170 / 10100 / 9300
CTS: 1040 / 9690 / 9310
finish: 1060 / 9480 / 9310
area by class of cell:
class / count / area (sq um)
inverter: 62 / 263
tap: 873 / 1090
sequential: 543 / 14000
clock inverter: 26 / 328
fill: 5259 / 29900
clock buffer: 84 / 1720
multi-input combinational: 1592 / 15000
timing repair buffer: 561 / 5090
final timing paths:
check | start | to | slack (ns)
worst max-delay path | mm_inst.k[1]$_DFFE_PP0P_ | mm_inst.matC[6][7]$_DFFE_PP0P_ | -5.35
min in group clk0 | mm_inst.matC[6][7]$_DFFE_PP0P_ | mm_inst.C[23]$_DFFE_PP_ | 0.46
worst min-delay path | reset_matrix$_DFFE_PP1P_ | mm_inst.matB[8][4]$_DFFE_PP0P_ | 0.34
worst max register to register | mm_inst.k[1]$_DFFE_PP0P_ | mm_inst.matC[6][7]$_DFFE_PP0P_ | -5.35
worst min register to register | reset_matrix$_DFFE_PP1P_ | mm_inst.matB[8][4]$_DFFE_PP0P_ | 0.34
max in group asynchronous | reset_matrix$_DFFE_PP1P_ | mm_inst.k[6]$_DFFE_PP0P_ | 1.06
stage by stage:
stage          total power (uW)  util, %  cells
2_1_floorplan             10000        -   2318
3_3_place_gp              10500     50.1   3576
3_5_place_dp              10500     50.1   3576
4_1_cts                   20000     53.7   3698
5_1_grt                   20500     55.6   3741
6_report                  19800     55.6   3741
cells in the mapped netlist, types with 6 or more instances:
cell type	count
nor3b_1	7
and2_1	7
nand3_1	58
nand2_1	157
nor4b_1	7
buf_2	8
nand2b_1	17
dfstp_2	6
buf_1	10
o31ai_1	20
a22oi_1	17
xnor3_1	6
dfrtp_1	465
nor2_1	181
nor2b_1	23
inv_1	61
mux2i_1	32
o22ai_1	9
ha_1	45
o221a_2	6
nor3_1	41
or2_2	6
xor2_1	79
xnor2_1	43
mux2_2	374
o21ai_0	60
nand4_1	42
o211ai_1	10
fa_1	22
mux4_2	21
a21oi_1	58
or3_1	20
nor4_1	36
o221ai_1	6
buf_4	24
and4_1	9
o2111ai_1	7
or4_1	10
and3_1	22
a31oi_1	15
edfxtp_1	72
nand3b_1	7
clkbuf_1	87
kinds of logic after synthesis:
kind of cell	Yosys count
fa+ha+maj	67
flops	543
buf+inv	191
xor+xnor	131
mux	428
simple gates	668
compound gates	266
other cells	1
registers in the layout, summed over array words and instances (netlist names), 8 cells and up:
signal and cells:
A 72, mm_inst.matA 72, dat_miso 8, mm_inst.i 32, mm_inst.k 32, B 72, mm_inst.matC 72, mm_inst.j 32
mm_inst.C 72, mm_inst.matB 72
repair_timing:
item / CTS / global route
endpoints found under the setup margin: 295 / 305
setup buffers: 18 / 45
endpoints found under the hold margin: 0 / 0
pin swaps: 24 / 125
gates cloned: 5 / 4
gates resized: 78 / 262
hold buffers: 0 / 0
metal layers:
metal	track usage, %	vias up
li1	-	9318
met1	36.0	10000
met2	33.7	403
met3	5.20	92
met4	3.82	2
met5	0.485	-
cell usage in the layout (no fill, tap or decap), types with 41 or more instances in the layout:
cell type  Yosys  final
nand2_1      157    145
dfrtp_1      465    460
nand3_1       58     49
a21oi_1       58     51
edfxtp_1      72     72
nand4_1       42     42
buf_6          0     41
xor2_1        79     73
inv_1         61     43
mux2_4         0    200
buf_12         0     44
buf_4         24    425
clkbuf_16      0     61
o21ai_0       60     52
nor2_1       181    149
mux2_2       374    174
Power is estimated from default activity; no workload was simulated.
